==> flow/design.v <==
module instruction_regfile(
    input logic clk, rst,
    input logic [15:0] instr_in,
    input logic [4:0] write_addr,
    input logic write_en,
    input logic [4:0] read_addr,
    output logic [15:0] instr_out
);
logic [15:0] registers [31:0];
assign instr_out = registers[read_addr];
always @(posedge clk or posedge rst) begin
    if (rst) begin
        integer i;
        for (i = 0; i < 32; i = i + 1) begin
            registers[i] <= 16'b0;   
        end
    end else if (write_en) begin
        registers[write_addr] <= instr_in;
    end
end
endmodule
==> flow/run.sh <==
#!/bin/bash
# OpenROAD 26Q1-2900-gdf79404cd8, Yosys 0.63+post, stock flow scripts
make -C /OpenROAD-flow-scripts/flow DESIGN_CONFIG=/design/flow/config.mk WORK_HOME=/design/flow/orfs finish
==> flow/config.mk <==
export PLATFORM = sky130hd
export DESIGN_NAME = instruction_regfile
export DESIGN_NICKNAME = instruction_regfile
export VERILOG_FILES = /design/flow/design.v
export SDC_FILE = /design/flow/constraint.sdc
export NUM_CORES = 4
export LEC_CHECK = 1
export CORE_UTILIZATION = 40
==> flow/constraint.sdc <==
current_design instruction_regfile

set clk_period 9.6
set clk_io_pct 0.2

create_clock -name clk0 -period $clk_period [get_ports {clk}]

set non_clock_inputs [all_inputs -no_clocks]
set_input_delay [expr $clk_period * $clk_io_pct] -clock clk0 $non_clock_inputs
set_output_delay [expr $clk_period * $clk_io_pct] -clock clk0 [all_outputs]
==> results.cfg <==
; generated from flow reports
[run_status]
status = finished clean

[logic_synthesis]
yosysChipArea_um2 = 23700
synth_flop_count = 512
yosys_cells = 1986
edf_count = 0
ff_type = dfrtp_1
syn-cell-area_um2 = 23700
ys_types = 48
yosysWarningCount = 2
postSynthSeqShare = 0.540
syn_inst = 1986
avgSynthCellArea_um2 = 11.9
ys_async_sr_fraction = 1.00

[route]
dr_wl_met2_um = 33300
drc = 0
wl_met1_um = 30700
wire_per_inst_um = 27.1
first_pass_iters = 5
num_vias = 17100
drtIter0Drc = 1378
drt_wl_total_um = 75000
topRoutingLayerUsed = met5
routed_via_density = 6.16
route.antenna.diode_count = 0
antenna_left = 0
route.met3.wl_um = 7280

[global_routing]
grt_pass1_vias = 17500
overflow = 0
track_usage = 0.266
antenna_found_initial = 0
grt_max_degree = 130
grt_first_pass_wirelength_um = 114000

[finish]
seq_area_um2 = 12800
stdcell_area_um2 = 26700
fill_cells = 5115
syn_to_final_growth_pct = 12.6
logic_area_um2 = 10200
largest_reg_flops = 512
layout-drive-gt1-share = 0.351
top_register = registers
reg_top3 = registers (512)

[final_timing]
period_used_share = 0.787
setup_viol_count_final = 0
hold_viol = 0
holdWs_ps = 498
max_slew_margin = 0.204
worst_pin_slew_ps = 1190
setup_ws_ps = 2050
rsz0062_at_grt = no
min_period_ps = 7550
fin_worst_skew_ps = 0
drv_slew = 0
setup_tns_ps = 0
fmax_ghz = 0.132

[critical_path]
timing.rr.start = registers[3][13]
r2r_setup_slack_ps = 8790
reg2reg_depth = 1
path_max_fanout = 66
endpoint_kind = output port
path_class = in -> out
arrival_ps = 5630
cp-start-kind = primary input
cp_data_required_time_ps = 7680
timing.rr.end = registers[3][13]

[cts]
worstSkewPairLatency_ps = 610
cts_resized = 0
htree_num_levels = 2
tritoncts = done
cts_buffer_depth = 3
clock_sinks = 512
clk_pin_slew_ps = 60
cts_root_buf = clkbuf_16
cts_buffers = 53
cts_hold_buffers = 0
post_cts_buffers = 0

[power_and_ir_drop]
seq_power_share = 0.502
p_int_mw = 4.14
p_leak_nw = 11.8
pwr-share-comb = 0.133
clkPwrFrac = 0.364
pwr_density_cell_nw_per_um2 = 207
ir_drop_mv = 0.127
switching_power_mw = 1.39
p_total_mw = 5.53
swShare = 0.251

[placement]
dp_hpwl_um = 41700
placed_area_um2 = 25100
port_buffers = 44
gp_congestion = 0.880
post-place-ws_ps = 2010

[floorplanning]
die_w_um = 246
rows = 88
core_area_um2 = 58100
die_h_um = 246
dieArea_um2 = 60300
initial_core_util = 0.408
io_pins = 45

[hold_path]
hold_end = registers[5][0]
worstHoldPathType = reg -> reg
holdCritStartpoint = registers[5][0]
hold_path_depth = 1

[flow_run]
tool_warnings = 33
cap_violations = 0
==> layer usage <==
layer / up-vias / GRT usage
met2: 712 / 0.389
li1: 7277 / -
met5: - / 0.00817
met3: 194 / 0.0917
met4: 2 / 0.104
met1: 8890 / 0.376
==> layout by cell type, fill, tap and decap left out, types with 5 or more instances in the layout <==
master	netlist	routed
a21oi_1	15	15
and2_1	6	5
and3_1	24	23
and3b_1	12	9
and4_1	10	10
buf_4	2	78
clkbuf_1	99	17
clkbuf_16	0	55
clkbuf_8	0	12
clkdlybuf4s50_1	0	44
dfrtp_1	512	512
mux2_2	518	518
nand2_1	17	17
nand2b_1	6	6
nand3_1	425	425
nand4_1	97	97
nor2_1	32	19
nor2_2	0	12
nor4_1	22	22
o21ai_0	15	15
==> cells in the mapped netlist, types with 2 or more instances <==
library cell | instances | area (µm²)
clkbuf_1 | 99 | 372
buf_4 | 2 | 15.0
o22ai_1 | 2 | 12.5
o211ai_1 | 4 | 30.0
nor4bb_1 | 2 | 20.0
nand3b_1 | 3 | 22.5
nor4_1 | 22 | 138
or3_1 | 2 | 12.5
nand2_1 | 17 | 63.8
nor3b_2 | 5 | 62.6
a21o_1 | 4 | 30.0
a222oi_1 | 4 | 40.0
and4_1 | 10 | 87.6
and2_1 | 6 | 37.5
a2111oi_0 | 4 | 35.0
a32oi_1 | 3 | 26.3
mux2_2 | 518 | 5830
inv_1 | 5 | 18.8
o22a_1 | 4 | 35.0
nor3b_1 | 3 | 22.5
nand4b_1 | 3 | 26.3
a21oi_1 | 15 | 75.1
nand3_1 | 425 | 2130
nand4_1 | 97 | 607
o21ai_0 | 15 | 75.1
nor3_1 | 4 | 20.0
nand2b_1 | 6 | 37.5
nor2_1 | 32 | 120
or4_1 | 4 | 30.0
nor3_2 | 2 | 20.0
a32o_1 | 3 | 30.0
and3b_1 | 12 | 105
buf_2 | 73 | 365
and3_1 | 24 | 150
buf_1 | 23 | 86.3
nor2b_1 | 6 | 37.5
dfrtp_1 | 512 | 12800
==> layout make-up <==
type                            count  area share
Sequential cell                   512       0.479
Multi-Input combinational cell   1272       0.380
Clock buffer                       84      0.0601
Timing Repair Buffer              126      0.0414
Tap cell                          765      0.0358
Clock inverter                      7     0.00253
Inverter                            5    0.000843
==> worst max path at each step <==
stage	from	to	slack [ps]	cells after the start
6_report	read_addr[4]	instr_out[10]	2050	8
5_1_grt	read_addr[4]	instr_out[8]	1860	8
4_1_cts	read_addr[4]	instr_out[10]	2060	8
==> kinds of logic (layout without fill, tap and decap cells) <==
group           count (synthesis)  in the layout  synth area share
simple gates                  688            688             0.159
mux                           519            519             0.246
flops                         512            512             0.540
buf+inv                       202            222            0.0361
compound gates                 65             65            0.0188
==> critical path, stage by stage <==
cell and delay, ps:
clkdlybuf4s50_1 1000, and2_4 710, buf_4 740, nand3_1 170
and4_1 220, nand4_1 140, o22a_1 180, clkdlybuf4s50_1 500
==> stage by stage <==
step                       util  instances
after floorplan               -       1986
after global placement    0.431       2680
after CTS                 0.460       2771
final                     0.460       2771
after global routing      0.460       2771
after detailed placement  0.431       2680
==> power groups by stage <==
stage | Combinational [mW] | Clock [mW] | Sequential, mW
after CTS | 0.743 | 2.05 | 2.77
final | 0.738 | 2.01 | 2.78
after global routing | 0.801 | 2.12 | 2.83
Power figures rest on the tool's default switching activity, not on a simulated workload.
