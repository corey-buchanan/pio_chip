--- run.sh ---
#!/bin/bash
# OpenROAD 26Q1-2900-gdf79404cd8, Yosys 0.63+post, stock flow scripts
make -C /OpenROAD-flow-scripts/flow DESIGN_CONFIG=/design/flow/config.mk WORK_HOME=/design/flow/orfs finish
--- config.mk ---
export PLATFORM = sky130hd
export DESIGN_NAME = fsm
export DESIGN_NICKNAME = fsm
export VERILOG_FILES = /design/flow/design.v
export SDC_FILE = /design/flow/constraint.sdc
export NUM_CORES = 4
export LEC_CHECK = 1
export CORE_UTILIZATION = 40
--- constraint.sdc ---
current_design fsm

set clk_period 6.5
set clk_io_pct 0.2

create_clock -name clk0 -period $clk_period [get_ports {clk}]

set non_clock_inputs [all_inputs -no_clocks]
set_input_delay [expr $clk_period * $clk_io_pct] -clock clk0 $non_clock_inputs
set_output_delay [expr $clk_period * $clk_io_pct] -clock clk0 [all_outputs]
--- design.v ---
typedef struct packed {
    logic [3:0] clkdiv_restart, sm_restart, sm_en;
} ctrl_reg_out_t;
typedef struct packed {
    logic [3:0] tx_empty, tx_full, rx_empty, rx_full;
} fstat_reg_in_t;
typedef struct packed {
    logic [3:0] tx_stall, tx_over, rx_under, rx_stall;
} fdebug_reg_in_t;
typedef struct packed {
    logic [3:0][3:0] rx;
    logic [3:0][3:0] tx;
} flevel_reg_in_t;
typedef struct packed {
    logic [7:0] irq_set, irq_clr;
} irq_reg_in_t;
typedef struct packed {
    logic [3:0] intr_sm, intr_sm_txnfull, intr_sm_rxnfull;
} intr_reg_in_t;
typedef struct packed {
    logic empty, full;
} fifo_status;
typedef enum logic [2:0] {
    JMP = 3'b000,
    WAIT = 3'b001,
    IN = 3'b010,
    OUT = 3'b011,
    PUSH_PULL = 3'b100,
    MOV = 3'b101,
    IRQ = 3'b110,
    SET = 3'b111
} pio_instr_t;
typedef enum logic [2:0] {
    UNCOND = 3'b000,
    X_ZERO = 3'b001,
    X_NZ_DEC = 3'b010,
    Y_ZERO = 3'b011,
    Y_NZ_DEC = 3'b100,
    X_NE_Y = 3'b101,
    PIN = 3'b110,
    OSR_NOT_EMPTY = 3'b111
} jump_cond_t;
typedef enum logic [2:0] {
    OUT_PINS = 3'b000,
    OUT_X = 3'b001,
    OUT_Y = 3'b010,
    OUT_NULL = 3'b011,
    OUT_PINDIRS = 3'b100,
    OUT_PC = 3'b101,
    OUT_ISR = 3'b110,
    OUT_EXEC = 3'b111
} out_dest_t;
typedef enum logic [2:0] {
    MOV_PINS = 3'b000,
    MOV_X = 3'b001,
    MOV_Y = 3'b010,
    MOV_NULL = 3'b011,
    MOV_EXEC = 3'b100,
    MOV_PC = 3'b101,
    MOV_ISR = 3'b110,
    MOV_OSR = 3'b111
} mov_src_dest_t;
typedef enum logic [2:0] {
    SET_PINS = 3'b000,
    SET_X = 3'b001,
    SET_Y = 3'b010,
    SET_PINDIRS = 3'b100
} set_dest_t;
module fifo(
    input logic rst, clk,
    input logic[31:0] data_in,
    input logic push_en, pop_en,
    output logic [31:0] data_out,
    output fifo_status status,
    output logic [2:0] fifo_count  
);
assign status.empty = fifo_count == 3'b000;
assign status.full = fifo_count == 3'b100;
logic [31:0] memory [0:3];
logic [1:0] head, tail;
logic can_push, can_pop;
assign can_push = push_en && !status.full;
assign can_pop = pop_en && !status.empty;
always_ff @(posedge clk or posedge rst) begin
    if (rst) begin
        for (int i = 0; i < 4; i = i + 1) begin
            memory[i] <= 32'b0;
        end
        head <= 2'b00;
        tail <= 2'b00;
        data_out <= 32'b0;
    end else begin
        if (can_push) begin
            memory[head] <= data_in;
            head <= head + 1;
        end
        if (can_pop) begin
            data_out <= memory[tail];
            tail <= tail + 1;
        end
    end
end
always_ff @(posedge clk or posedge rst) begin
    if (rst) begin
        fifo_count <= 3'b000;
    end else begin
        if (can_push && can_pop) begin
            fifo_count <= fifo_count;
        end else if (can_push) begin
            fifo_count <= fifo_count + 1;
        end else if (can_pop) begin
            fifo_count <= fifo_count - 1;
        end
    end
end
endmodule
module fsm(
    input logic clk, rst,
    input logic external_push_en, external_pop_en,
    input logic [31:0] external_data_in,
    input logic [15:0] instruction,
    output logic [4:0] pc,
    output logic [31:0] external_data_out,
    input logic out_shiftdir,
    input autopull,
    input logic [4:0] pull_thresh
    );
    logic [4:0] wrap_top, wrap_bottom;
    logic [4:0] jump;
    logic jump_en, pc_en;
    logic [31:0] x, y;
    initial begin
        wrap_top = 5'b00000;
        wrap_bottom = 5'b11111;
    end
    program_counter program_counter(
        .clk(clk),
        .rst(rst),
        .wrap_top(wrap_top),
        .wrap_bottom(wrap_bottom),
        .jump(jump),
        .jump_en(jump_en),
        .pc_en(pc_en),
        .pc(pc)
    );
    logic rx_push_en, tx_pop_en;
    logic [31:0] rx_data_in, tx_data_out;
    fifo_status tx_status, rx_status;
    logic [2:0] tx_fifo_count, rx_fifo_count;
    fifo rx_fifo(
        .clk(clk),
        .rst(rst),
        .data_in(rx_data_in),
        .push_en(rx_push_en),
        .pop_en(external_pop_en),
        .data_out(external_data_out),
        .status(rx_status),
        .fifo_count(rx_fifo_count)
    );
    fifo tx_fifo(
        .clk(clk),
        .rst(rst),
        .data_in(external_data_in),
        .push_en(external_push_en),
        .pop_en(tx_pop_en),
        .data_out(tx_data_out),
        .status(tx_status),
        .fifo_count(tx_fifo_count)
    );
    logic [5:0] true_pull_thresh;
    logic [5:0] out_shift_counter;
    logic osr_empty;
    logic [31:0] osr_data_in;
    logic [31:0] osr_data;
    logic [31:0] osr_shift_out;
    logic osr_load;
    logic out_shift_en;
    logic [4:0] out_shift_count;  
    logic [5:0] true_out_shift_count;
    assign out_shift_count = instruction[4:0];
    assign osr_empty = out_shift_counter >= true_pull_thresh;
    always_comb begin
        if (pull_thresh == 0) true_pull_thresh = 6'd32;
        else true_pull_thresh = {1'b0, pull_thresh};
        if (out_shift_count == 0) true_out_shift_count = 6'd32;
        else true_out_shift_count = {1'b0, out_shift_count};
    end
    output_shift_register osr(
        .clk(clk),
        .rst(rst),
        .data_in(osr_data_in),
        .osr(osr_data),
        .shift_out(osr_shift_out),
        .load(osr_load),
        .shift_en(out_shift_en),
        .shiftdir(out_shiftdir),
        .shift_count(true_out_shift_count)
    );
    always_ff @(posedge clk or posedge rst) begin
        if (rst) begin
            jump <= 5'b0;
            jump_en <= 0;
            pc_en <= 0;
        end
        else begin
            case (instruction[15:13])
                JMP: begin
                    jump <= instruction[4:0];
                    pc_en <= 1;
                    case(instruction[7:5])
                        UNCOND: begin
                            jump_en <= 1;
                        end
                        X_ZERO: begin
                            if (x == 0) jump_en <= 1;
                            else jump_en <= 0;
                        end
                        X_NZ_DEC: begin
                            if (x != 0) jump_en <= 1;
                            else jump_en <= 0;
                        end
                        Y_ZERO: begin
                            if (y == 0) jump_en <= 1;
                            else jump_en <= 0;
                        end
                        Y_NZ_DEC: begin
                            if (y != 0) jump_en <= 1;
                            else jump_en <= 0;
                        end
                        X_NE_Y: begin
                            if (x != y) jump_en <= 1;
                            else jump_en <= 0;
                        end
                        PIN: begin
                            if (1) jump_en <= 1;  
                            else jump_en <= 0;
                        end
                        OSR_NOT_EMPTY: begin
                            if (!osr_empty) jump_en <= 1;
                            else jump_en <= 0;
                        end
                        default: begin
                            jump_en <= 0;
                        end
                    endcase
                end
                WAIT: begin
                    jump_en <= 0;
                    pc_en <= 1;
                end
                OUT: begin
                    if (autopull && osr_empty) begin
                        jump_en <= 0;
                        pc_en <= 0;
                    end else begin
                        jump_en <= 0;
                        pc_en <= 1;
                    end
                end
                PUSH_PULL: begin
                    jump_en <= 0;
                    if (!instruction[7]) begin
                        if (rx_fifo_count == 4 && !external_pop_en) begin
                            if (instruction[5]) begin
                                pc_en <= 0;
                            end else begin
                                pc_en <= 1;
                            end
                        end else begin
                            pc_en <= 1;
                        end
                    end
                    else begin
                        if (tx_fifo_count == 0 && !external_push_en) begin
                            if (instruction[5]) begin
                                pc_en <= 0;
                            end else begin
                                pc_en <= 1;
                            end
                        end else begin
                            pc_en <= 1;
                        end
                    end
                end
                default: begin
                    jump_en <= 0;
                    pc_en <= 1;
                end
            endcase
        end
    end
    always_ff @(posedge clk or posedge rst) begin
        if (rst) begin
            x <= 32'b0;
            y <= 32'b0;
        end else begin
            case (instruction[15:13])
                JMP: begin
                    if (instruction[7:5] == X_NZ_DEC) begin
                        x <= x - 1;
                    end else if (instruction[7:5] == Y_NZ_DEC) begin
                        y <= y - 1;
                    end
                end
                OUT: begin
                    if (instruction[7:5] == OUT_X) begin
                        x <= osr_shift_out;
                    end else if (instruction[7:5] == OUT_Y) begin
                        y <= osr_shift_out;
                    end
                end
                MOV: begin
                    if (instruction[7:5] == MOV_X) begin
                        case (instruction[2:0])  
                            MOV_PINS: begin
                            end
                            MOV_X: begin
                            end
                            MOV_Y: begin
                                x <= y;
                            end
                            MOV_NULL: begin
                                x <= 32'b0;
                            end
                            MOV_EXEC: begin
                            end
                            MOV_PC: begin
                            end
                            MOV_ISR: begin
                            end
                            MOV_OSR: begin
                                x <= osr_data;
                            end
                        endcase
                    end else if (instruction[7:5] == MOV_Y) begin
                        case (instruction[2:0])  
                            MOV_PINS: begin
                            end
                            MOV_X: begin
                                y <= x;
                            end
                            MOV_Y: begin
                            end
                            MOV_NULL: begin
                                y <= 32'b0;
                            end
                            MOV_EXEC: begin
                            end
                            MOV_PC: begin
                            end
                            MOV_ISR: begin
                            end
                            MOV_OSR: begin
                                y <= osr_data;
                            end
                        endcase
                    end
                end
                SET: begin
                    case (instruction[7:5])
                        SET_X: begin
                            x[31:5] <= 27'b0;
                            x[4:0] <= instruction[4:0];
                        end
                        SET_Y: begin
                            y[31:5] <= 27'b0;
                            y[4:0] <= instruction[4:0];
                        end
                        default: begin
                        end
                    endcase
                end
                default: begin
                end
            endcase
        end
    end
    always_ff @(posedge clk or posedge rst) begin
        if (rst) begin
            tx_pop_en <= 0;
            rx_push_en <= 0;
            osr_load <= 0;
            osr_data_in <= 32'b0;
            out_shift_en <= 0;
            out_shift_counter <= 6'b0;
        end else begin
            case (instruction[15:13])
                MOV: begin
                    out_shift_en <= 0;
                    if (instruction[7:5] == MOV_ISR) begin  
                        osr_load <= 0;
                    end
                    else if (instruction[7:5] == MOV_OSR) begin  
                        out_shift_counter <= 6'b0;
                        case (instruction[2:0])  
                            MOV_PINS: begin
                                osr_load <= 0;
                            end
                            MOV_X: begin
                                osr_data_in <= x;
                                osr_load <= 1;
                            end
                            MOV_Y: begin
                                osr_data_in <= y;
                                osr_load <= 1;
                            end
                            MOV_NULL: begin
                                osr_data_in <= 32'b0;
                                osr_load <= 1;
                            end
                            MOV_PC: begin
                                osr_load <= 0;
                            end
                            MOV_ISR: begin
                                osr_load <= 0;
                            end
                            MOV_OSR: begin
                                osr_load <= 0;
                            end
                            default: begin
                                osr_load <= 0;
                            end
                        endcase
                    end
                end
                OUT: begin
                    if (autopull && osr_empty) begin
                        out_shift_en <= 0;
                        if (tx_status.empty && !external_push_en) begin
                            osr_load <= 0;
                        end
                        else begin
                            osr_data_in <= tx_data_out;
                            osr_load <= 1;
                            out_shift_counter <= 6'b0;
                        end
                    end else begin
                        osr_load <= 0;
                        out_shift_en <= 1;
                        if (out_shift_counter + true_out_shift_count >= true_pull_thresh
                            && !(tx_status.empty && !external_push_en)) begin
                            osr_data_in <= tx_data_out;
                            osr_load <= 1;
                            out_shift_counter <= 6'b0;
                        end else begin
                            out_shift_counter <= out_shift_counter + true_out_shift_count;
                        end
                    end
                end
                PUSH_PULL: begin
                    out_shift_en <= 0;
                    if (!instruction[7]) begin
                        osr_load <= 0;
                        if (rx_fifo_count == 4 && !external_pop_en) begin
                            rx_push_en <= 0;
                        end else begin
                            if (instruction[6]  ) begin
                                rx_push_en <= 0;
                            end else begin
                                rx_push_en <= 1;
                            end
                        end
                    end
                    else begin
                        if (tx_status.empty && !external_push_en) begin
                            tx_pop_en <= 0;
                            if (instruction[5]) begin
                                osr_load <= 0;
                            end
                            else begin
                                osr_data_in <= x;
                                osr_load <= 1;
                                out_shift_counter <= 6'b0;
                            end
                        end else begin
                            if (instruction[6] && osr_empty) begin
                                tx_pop_en <= 0;
                                osr_load <= 0;
                            end else begin
                                tx_pop_en <= 1;
                                osr_data_in <= tx_data_out;
                                osr_load <= 1;
                                out_shift_counter <= 6'b0;
                            end
                        end
                    end
                end
                default: begin
                    osr_load <= 0;
                    if (out_shift_counter + true_out_shift_count >= true_pull_thresh
                            && !(tx_status.empty && !external_push_en)) begin
                        osr_data_in <= tx_data_out;
                        osr_load <= 1;
                        out_shift_counter <= 6'b0;
                    end else begin
                        osr_load <= 0;
                        out_shift_en <= 0;
                    end
                end
            endcase
        end
    end
endmodule
module output_shift_register(
    input logic clk, rst,
    input logic [31:0] data_in,  
    output logic [31:0] osr,  
    output logic [31:0] shift_out,  
    input logic load,  
    input logic shift_en,  
    input logic shiftdir,  
    input logic [5:0] shift_count  
);
logic [31:0] osr_next;
always_comb begin
    if (rst) begin
        shift_out = 32'b0;
        osr_next = 32'b0;
    end else if (load) begin
        osr_next = data_in;
        shift_out = 32'b0;
    end else if (shift_en) begin
        if (shiftdir) begin
            shift_out = (osr << (32 - shift_count)) >> (32 - shift_count);
            osr_next = osr >> shift_count;
        end else begin
            shift_out = (osr >> (32 - shift_count));
            osr_next = osr << shift_count;
        end
    end else begin
        shift_out = 32'b0;  
        osr_next = osr;  
    end
end
always_ff @(posedge clk or posedge rst) begin
    if (rst) begin
        osr <= 32'b0;
    end else begin
        osr <= osr_next;
    end
end
endmodule
module program_counter(
    input logic clk, rst,
    input logic [4:0] wrap_top,
    input logic [4:0] wrap_bottom,
    input logic [4:0] jump,
    input logic jump_en,
    input logic pc_en,
    output logic [4:0] pc
    );
    always @(posedge clk or posedge rst) begin
        if (rst) begin
            pc <= wrap_top;
        end else if (pc_en) begin
            if (jump_en) begin
                pc <= jump;
            end else if (pc == wrap_bottom) begin
                pc <= wrap_top;
            end else begin
                pc <= pc + 1;
            end
        end
        else begin
            pc <= pc;
        end
    end
endmodule
==> impl_metrics.yaml <==
# yosys + openroad results
outcome:
  outcome: "completed"
job:
  cap_viol_max_count: 0
  warnings: 41
layout:
  areaGrowthSynthToFinish_pct: 8.63
  seqCellArea_um2: 8010
  drive_gt1_share_pct: 16.1
  fillers: 6400
  fin_cells: 4007
  comb_area_um2: 17400
critical_path:
  path_delay_family: "AND-OR/OR-AND gates"
  crit_buf_inv: 5
  crit_required_ns: 6.91
  cp-start-kind: "input port"
  crit_path_top_delay_cell: "or4_1"
  end_kind: "flip-flop"
  crit_chain: "clkbuf_8 > inv_1 > ha_2 > buf_4 > or4_1 > buf_4 > o21ai_4 > o32a_2 > o2111ai_1 > o21a_1 > a211oi_1 > a211o_1 > mux2i_1 > buf_4 > a211oi_1 > a21oi_1"
  crit_arrival_ns: 5.69
  crit_path_frequent_cell: "buf_4"
  crit_fanout: 54
  path_class: "in2reg"
  rrSetupSlack_ns: 2.29
  slowest_delay_ns: 0.64
drt:
  ant_nets: 0
  num_vias: 26892
  via_per_inst: 6.71
  antenna_cells: 0
  routedWlPerCell_um: 28.9
  wirelength_um: 116000
  dr.pass1.iters: 8
  drc: 0
  drtIter0Drc: 2889
global_route:
  grt_pass1_wl_um: 173000
  overflow: 0
  grt_pass1_vias: 25618
  grt_start_max_net_pins: 111
  antenna_found_initial: 2
  grt_util_all_layers_pct: 34.2
synth:
  synthTopCellsByArea: "dfrtp_1 (30%), mux2_2 (7.1%), mux2i_1 (5.0%)"
  synthCells: 3240
  top_cell_area_share_pct: 29.5
  yosysTopAreaCell: "dfrtp_1"
  ys_seq_share_pct: 29.5
  flop_cell: "dfrtp_1"
  yosysWarnings: 38
  synth_flop_count: 320
  ys_chip_area_um2: 27100
  avgSynthCellArea_um2: 8.37
  async_flop_share_pct: 100
  ys_cells: 3240
  ys_types: 109
  synth_area_um2: 27100
  edf_count: 0
power_and_ir_drop:
  p_per_area_nw_per_um2: 404
  ir_drop_mv: 0.342
  fin_total_pwr_mw: 11.9
  leakagePower_nw: 11.4
cts:
  ctsResizeCount: 0
  path_clk_slew_ns: 0.06
  clockBufferDepth: 3
  clock.latency.late_pin_ns: 0.59
  cts_made_buffers: 37
  cts_tree: "done"
  cts.sinks: 320
  post_cts_buffers: 0
  hold_buffers: 0
  root_buffer: "clkbuf_16"
  htree_levels: 2
die:
  die_h_um: 262
  num_rows: 95
  ioPinCount: 96
  die_x_um: 262
  core_um2: 67200
  initCoreUtil_pct: 40.4
  die-area_um2: 68900
sta:
  max_freq_mhz: 189
  worstMarginPinSlew_ns: 1.10
  skew_ns: 0.0273
  hold_slack_ns: 0.506
  maxSlewHeadroom_pct: 24.5
  drv_slew: 0
  finalHoldViolCount: 0
  finalSetupViolations: 0
  final.min_clock_period_ns: 5.28
  rsz0062_at_grt: "false"
  post-route-period-util_pct: 81.2
place:
  hpwl_um: 80700
  io_buffers: 58
  gp_congestion: 1.06
  dpl.cell_count: 3942
worst_hold_path:
  hp-class: "reg2reg"
==> report_power, final <==
group          switching (mW)  internal, mW  leakage, nW
logic                    3.59          2.44         6.83
registers               0.966          2.82         3.94
clock network           0.924          1.18        0.588
==> worst reg2reg max path, delay by kind of cell, from the launching register on <==
family          cells  cell delay, ns
compound gates      6            1.33
mux                 2            1.29
flops               1            0.74
simple gates        2            0.74
==> cell type report <==
class / instances / area share, %
multi-input cells: 2528 / 59.2
flip-flops and latches: 320 / 27.2
repair buffers: 182 / 5.28
well taps: 873 / 3.71
clock buffers: 50 / 3.51
clock inverters: 15 / 0.658
inverters: 39 / 0.509
==> Yosys cell counts, types with 34 or more instances <==
master    number
a21oi_1      265
a31oi_1       84
nor2_1       267
nand2b_1      35
or2_2         35
o221ai_1      55
a211oi_1      34
nor3_1        89
a22oi_1       65
nand3_1       45
o21ai_0      222
dfrtp_1      320
inv_1         37
mux2i_1      135
o22ai_1       59
o211ai_1      34
buf_1         43
nand2_1      292
clkbuf_1     252
mux4_2        46
buf_4         40
buf_2         35
mux2_2       170
==> per-stage QoR <==
step           TNS [ns]  area, um^2  util, %  setup WS [ns]
2_1_floorplan     -1.90       27300        -         -0.403
3_3_place_gp          0       28200     42.1          0.805
3_5_place_dp          0       28200     42.1          0.763
4_1_cts               0       29500     43.9           1.32
5_1_grt               0       29500     43.9           1.09
6_report              0       29500     43.9           1.22
==> state kept, by name (all words and copies together) (netlist names), 5 cells and up <==
register            flops
tx_fifo.data_out       32
tx_fifo.memory        128
y                      32
out_shift_counter       6
jump                    5
program_counter.pc      5
osr.osr                32
osr_data_in            32
x                      32
==> per-layer routing <==
layer,part of all wire (%),wire [um],vias up,GRT usage (%)
li1,-,-,11860,-
met2,44,51100,1564,50.7
met1,40,46700,13162,48.4
met4,5.3,6080,4,14.3
met5,0.019,22,-,0.693
met3,10,11900,302,8.96
==> final timing paths <==
check / startpoint / endpoint / cells after the start
max: instruction[0] / y[1]$_DFFE_PP0P_ / 16
min: tx_fifo.memory[0][14]$_DFFE_PP0P_ / tx_fifo.memory[0][14]$_DFFE_PP0P_ / 1
max reg2reg: osr.osr[0]$_DFFE_PP0P_ / x[7]$_DFFE_PP0P_ / 10
min reg2reg: tx_fifo.memory[0][14]$_DFFE_PP0P_ / tx_fifo.memory[0][14]$_DFFE_PP0P_ / 1
max in group asynchronous: rst / tx_fifo.memory[2][16]$_DFFE_PP0P_ / 5
min in group asynchronous: rst / osr_data_in[30]$_DFFE_PP0P_ / 4
==> cells in the final DEF, fill, tap and decap left out, drive strengths merged, types with 33 or more instances in the layout <==
cell type | Yosys | layout
dfrtp | 320 | 320
nand2 | 293 | 293
nor2 | 270 | 270
a21oi | 265 | 265
o21ai | 234 | 234
mux2 | 174 | 174
mux2i | 137 | 137
buf | 131 | 129
nor3 | 92 | 92
a31oi | 84 | 84
a22oi | 65 | 65
o22ai | 60 | 60
o221ai | 55 | 55
clkdlybuf4s50 | 0 | 52
clkbuf | 253 | 51
mux4 | 47 | 47
nand3 | 45 | 45
or2 | 39 | 39
inv | 38 | 38
a211oi | 37 | 37
nand2b | 35 | 35
o211ai | 34 | 34
nor3b | 33 | 33
==> kinds of logic (layout without fill, tap and decap cells) <==
| logic type | Yosys count | after routing | synth area share [%] |
|---|---|---|---|
| adders and majority gates | 33 | 33 | 1.60 |
| muxes | 358 | 358 | 16.3 |
| buffers and inverters | 423 | 286 | 6.98 |
| other | 1 | 32 | 0.0138 |
| AOI/OAI and AO/OA | 1113 | 1113 | 27.6 |
| xor gates and xnor gates | 48 | 48 | 1.58 |
| DFF | 320 | 320 | 29.5 |
| and+or+nand+nor | 944 | 944 | 16.5 |
Power is estimated from default activity; no workload was simulated.
